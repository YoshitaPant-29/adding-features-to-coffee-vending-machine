--- flow/run.sh ---
#!/bin/bash
# OpenROAD 26Q1-2900-gdf79404cd8, Yosys 0.63+post, stock flow scripts
make -C /OpenROAD-flow-scripts/flow DESIGN_CONFIG=/design/flow/config.mk WORK_HOME=/design/flow/orfs finish
--- flow/config.mk ---
export PLATFORM = sky130hd
export DESIGN_NAME = coffee_machine_extended
export DESIGN_NICKNAME = coffee_machine_extended
export VERILOG_FILES = /design/flow/design.v
export SDC_FILE = /design/flow/constraint.sdc
export NUM_CORES = 4
export LEC_CHECK = 1
export CORE_AREA = 10 10 108 108
export DIE_AREA = 0 0 118 118
export SYNTH_HDL_FRONTEND = slang
--- flow/constraint.sdc ---
current_design coffee_machine_extended

set clk_period 3.2
set clk_io_pct 0.2

create_clock -name clk0 -period $clk_period [get_ports {clk}]

set non_clock_inputs [all_inputs -no_clocks]
set_input_delay [expr $clk_period * $clk_io_pct] -clock clk0 $non_clock_inputs
set_output_delay [expr $clk_period * $clk_io_pct] -clock clk0 [all_outputs]
--- flow/design.v ---
`timescale 1ns / 1ps
module coffee_machine_extended (
    input          clk,
    input          reset,              
    input  [1:0]   coin_in,            
    input          coin_inserted,      
    input          milk_available,
    input          coffee_available,
    input          cancel,             
    output reg     dispense,           
    output reg [3:0] change,           
    output reg [3:0] refund,           
    output reg     ready,              
    output reg     error_no_supply,    
    output reg [3:0] balance           
);
    localparam PRICE = 4'd7;
    localparam TIMEOUT_LIMIT = 4'd8;  
    localparam POWER_ON       = 3'd0;
    localparam CHECK_SUPPLIES = 3'd1;
    localparam IDLE           = 3'd2;
    localparam COUNTING       = 3'd3;
    localparam INSUFFICIENT   = 3'd4;
    localparam DISPENSE       = 3'd5;
    localparam ERROR          = 3'd6;
    reg [2:0] state, next_state;
    reg [3:0] timeout_cnt;
    reg [3:0] power_on_cnt;
    wire [3:0] coin_value = (coin_in == 2'b01) ? 4'd1 :
                            (coin_in == 2'b10) ? 4'd2 :
                            (coin_in == 2'b11) ? 4'd3 : 4'd0;
    always @(posedge clk or posedge reset) begin
        if (reset) begin
            state          <= POWER_ON;
            balance        <= 0;
            timeout_cnt    <= 0;
            power_on_cnt   <= 0;
            dispense       <= 0;
            change         <= 0;
            refund         <= 0;
            ready          <= 0;
            error_no_supply<= 0;
        end else begin
            state <= next_state;
            dispense <= 0;
            change   <= 0;
            refund   <= 0;
            case (state)
                POWER_ON: begin
                    power_on_cnt <= power_on_cnt + 1;
                    if (power_on_cnt >= 4) begin
                    end
                end
                CHECK_SUPPLIES: begin
                end
                IDLE: begin
                    balance <= 0;
                    timeout_cnt <= 0;
                end
                COUNTING: begin
                    if (coin_inserted && coin_value > 0) begin
                        balance <= balance + coin_value;
                        timeout_cnt <= 0;
                    end else begin
                        timeout_cnt <= timeout_cnt + 1;
                    end
                end
                INSUFFICIENT: begin
                    refund <= balance;
                    balance <= 0;
                    timeout_cnt <= 0;
                end
                DISPENSE: begin
                    dispense <= 1;
                    if (balance >= PRICE)
                        change <= balance - PRICE;
                    balance <= 0;
                    timeout_cnt <= 0;
                end
                ERROR: begin
                    if (balance > 0) begin
                        refund <= balance;
                        balance <= 0;
                    end
                end
            endcase
        end
    end
    always @(*) begin
        next_state = state;
        ready = 0;
        error_no_supply = 0;
        case (state)
            POWER_ON: begin
                if (power_on_cnt >= 4)
                    next_state = CHECK_SUPPLIES;
            end
            CHECK_SUPPLIES: begin
                if (milk_available && coffee_available) begin
                    ready = 1;
                    next_state = IDLE;
                end else begin
                    error_no_supply = 1;
                    next_state = ERROR;
                end
            end
            IDLE: begin
                if (coin_inserted && coin_value > 0)
                    next_state = COUNTING;
            end
            COUNTING: begin
                if (!milk_available || !coffee_available) begin
                    next_state = ERROR;
                end else if (balance >= PRICE) begin
                    next_state = DISPENSE;
                end else if (cancel) begin
                    next_state = INSUFFICIENT;
                end else if (timeout_cnt >= TIMEOUT_LIMIT && balance > 0) begin
                    next_state = INSUFFICIENT;
                end
            end
            INSUFFICIENT: begin
                next_state = IDLE;
            end
            DISPENSE: begin
                next_state = IDLE;
            end
            ERROR: begin
                if (milk_available && coffee_available)
                    next_state = CHECK_SUPPLIES;
            end
        endcase
    end
endmodule
==> COMMIT_EDITMSG <==
Refresh implementation metrics

* Result of the run: complete, no violations
* Most frequently used cell type in the post-synthesis netlist: sky130_fd_sc_hd__dfrtp_1
- LEAKAGE: 0.749 nW
* Post-CTS setup buffer count: 0
* Category of the most critical setup path: in -> out
- Among the stages of the critical path, the cell type that occurs most often is sky130_fd_sc_hd__clkdlybuf4s50_1.
- Pin count of the biggest net entering global routing: 21
- Per the synth stats, the proportion of register bits with asynchronous set or reset is 1.00.
* Worst Max-Slew Pin Slew: roughly 740 ps
- Placement Rows: 35
* EDFF count, synth: 0
* Cell area after synthesis: approximately 0.0014 sq mm
- Across all setup checks in the final design, the least slack found is just over 700 ps.
* Worst-path cell chain: clkdlybuf4s50_1, and3_1, clkdlybuf4s50_1
- Global route overflow: 0
- DPL Wire Length: roughly 2.4 mm
- Max-slew check failures listed in the final report amount to 0.
- Among all stages on the critical path, the maximum delay recorded is 530 ps.
- Counting every sink on the clock net gives 28.
* TritonCTS buffer count: 3
* Required @ worst endpoint: between 2000 and 3000 ps
- Number of antenna violations at the first check in global routing: 0
* Global placement routability congestion: roughly 0.8
- Number of cells in Yosys stat: 125
- Port Buffer Count: 22
- The die covers 0.0139 sq mm.
- CTS root buffer: sky130_fd_sc_hd__clkbuf_8
- The first routing iteration left 23 violations.
- Registers take 702 sq um.
- Sort of element at the start of the critical path: primary input
- TritonCTS clock tree: yes
- Number of hold-slack violations in the final timing report: 0
* Worst-skew pair later-pin latency: 270 ps
- Across all layers, the routed design uses 992 vias.
- First-pass GRT wire length: about 5.2 mm
- Count of pins on the block boundary: 23
* Fmax: ~400 MHz
- Nature of the critical path endpoint: output port
* Overall routed net length: 3.04 mm
- Setup violations, final: 0
- Clock skew on the completed layout was measured at 4.09 ps.
- Across the VDD grid, the largest voltage drop is between 0.2 and 0.25 mV.
- The share of synthesized area in the top cell type comes to 0.497.
* All-layer global routing usage: 0.0440
- Per the layout area report, the combinational gate area comes to about 620 sq um.
- The floorplan step records an initial core utilization of 0.146.
* Most used routing layer: met1
- Power spread over the standard cell area amounts to between 400 and 500 mW/mm^2.
- The synthesis stat section lists a flop and latch total of 28.
- Max Root-Sink Buffers: 2
- Among all flip-flop cells after synthesis, the most frequent one is sky130_fd_sc_hd__dfrtp_1.
* Fraction of the yosys area taken by sequential cells: 0.516
- In this run the layout overhead on the synthesized area is reported as 31.2%.
* Cell type with the highest aggregate area in the netlist: sky130_fd_sc_hd__dfrtp_1
- YS warnings: 0
- The number of global-route vias before repair was 978.
- Summed over all failing endpoints, the final setup total negative slack is 0 ps.
- In this run the number of H-tree levels came out at 1.
* Most common library cells after synthesis: 27 x sky130_fd_sc_hd__dfrtp_1, 11 x sky130_fd_sc_hd__nand3_1, 9 x sky130_fd_sc_hd__nand2_1
* M2 GR Usage: 0.0577
- Unique cell type count in the Yosys netlist: 38
- The floorplan step set the die width to approximately 120 um.
- Antenna repair during routing inserted a diode count of 0.
- The routed layout reports a DRC error count of 0.
* Worst slack at placement: 711 ps
- The routed design shows a wire length per standard cell of about 11 um.
* Chip area estimate from yosys synthesis: 0.00136 sq mm
- Met3 Usage GRT: 0.0151
- Post-CTS repair ended up resizing 0 cells.
- Setup repair after global routing left no endpoint under its margin.
* Minimum clock period after layout: approximately 2500 ps
- Vias per Instance: ~3.6
* Highest-delay cell along the critical path: sky130_fd_sc_hd__clkdlybuf4s50_1
- Die outline height: roughly 120 um
- Period utilization: 0.778
* Hold/Removal Path Class: reg -> reg
- Per the layout report, the design carries 1036 filler cells.
* Main area contributors after synthesis: sky130_fd_sc_hd__dfrtp_1 50%, sky130_fd_sc_hd__ha_1 6.4%, sky130_fd_sc_hd__nand3_1 4.0%, sky130_fd_sc_hd__o211ai_1 3.3%, sky130_fd_sc_hd__a21oi_1 2.6%
* Tally of max-capacitance violations: 0
- Across all checked pins, the minimum headroom to the slew limit is 0.505.
- Critical Path Fanout Max: 5
- The core region is approximately 0.0093 sq mm.
- Arrival time of data at the critical path endpoint: approximately 1900 ps
- Total iterations of the first detailed-routing run: 4
* Clock transition at the registers of the reported paths: 90 ps
- In this run the tools logged warnings totalling 28.
* Number of buffers inserted for hold repair after clock tree synthesis: 0
* Mean post-synth cell area: 10.9 sq um
- For met1 alone, demand over resource in global routing was 0.0702.
* Antenna-violating nets left: 0
- The layout summary lists the proportion of cells stronger than drive strength 1 as 0.0748.
- Synthesized instance count: around 130
## placed cells by master, fill, tap and decap left out, drive strengths merged, types with 2 or more instances in the layout
master,netlist,final
ha,7,7
nor3,3,3
and3,4,4
dfrtp,27,27
inv,6,6
clkdlybuf4s50,0,22
o21ai,2,2
nand3b,2,2
nor2b,2,2
a21oi,7,7
nand2b,2,2
a21boi,2,2
nor2,5,5
clkbuf,3,4
nand3,11,11
xnor2,2,2
nand2,9,9
o211ai,6,6
o21a,2,2
nand4,3,3
xor2,2,2
nor3b,2,2
## final cells by class
cell class	instances	area share
multi-input combinational	86	0.345
clock buffer	4	0.0309
timing repair buffer	23	0.128
inverter	6	0.0126
sequential	28	0.393
tap	129	0.0905
## metrics by stage
stage           util  hold WS [ps]  std cells  cell area [sq um]  power, mW
2_1_floorplan      -           412        125               1360      0.549
3_3_place_gp   0.186           430        272               1730      0.629
3_5_place_dp   0.186           443        272               1730      0.629
4_1_cts        0.192           455        276               1780      0.849
5_1_grt        0.192           487        276               1780      0.899
6_report       0.192           456        276               1780      0.841
## path summary, 6_finish.rpt
check                                start        endpoint  slack, ps  depth (start not counted)
min in group asynchronous            reset      balance[3]        790                          2
max in group asynchronous            reset  timeout_cnt[3]       1790                          3
setup / recovery            milk_available           ready        710                          3
hold / removal             power_on_cnt[3]        state[0]        460                          1
setup reg to reg                balance[1]        state[6]       1570                          5
hold reg to reg            power_on_cnt[3]        state[0]        460                          1
## kinds of logic (layout without fill, tap and decap cells)
family                   Yosys count  after routing  share of synthesized area
AND/OR/NAND/NOR                   48             48                      0.206
flip-flops                        28             28                      0.516
AND-OR/OR-AND                     24             24                      0.126
buffers and inverters             11             33                     0.0313
adder cells (fa/ha/maj)            8              8                     0.0791
XOR/XNOR                           4              4                     0.0258
multiplexers                       2              2                     0.0156
## worst max-delay path: cells and delay by family
kind	cells	cell delay, ps
and+or+nand+nor	1	200
buffers and inverters	2	1000
## registers in the layout, indices dropped and copies added, names as in the netlist
register / cells
power_on_cnt: 4
dispense: 1
timeout_cnt: 4
state: 7
refund: 4
balance: 4
change: 4
## power by group
group,internal [mW],switching (mW)
Combinational,0.0967,0.0948
Sequential,0.382,0.0490
Clock,0.110,0.108
## metal layers
metal / wire, um / up-vias
li1: - / 489
met1: 1700 / 481
met2: 1170 / 22
met3: 167 / 0
met4: 0 / 0
met5: 0 / -
No activity file was given, so power comes from the tool's default toggle rates.

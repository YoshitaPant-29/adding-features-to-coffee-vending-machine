File: design/flow/design.v
`timescale 1ns/1ps
module coffee_machine (
    input  logic       clk,
    input  logic       reset,         
    input  logic [1:0] coin_in,        
    input  logic       coin_inserted,
    input  logic       power_on,
    input  logic       milk_present,
    output logic       dispense,
    output logic [3:0] change
);
    typedef enum logic [2:0] {
        IDLE,
        COUNTING,
        DISPENSE,
        NO_MILK,
        REFUND
    } state_t;
    state_t state, next_state;
    logic [3:0] total;
    logic [3:0] timeout_counter;
    localparam PRICE = 4'd7;
    logic [3:0] coin_value;
    always_comb begin
        case (coin_in)
            2'b01: coin_value = 4'd1;
            2'b10: coin_value = 4'd2;
            2'b11: coin_value = 4'd3;
            default: coin_value = 4'd0;
        endcase
    end
    logic [3:0] next_total;
    assign next_total = (coin_inserted && coin_value > 0) ?
                         total + coin_value : total;
    always_ff @(posedge clk or posedge reset) begin
        if (reset) begin
            state <= IDLE;
            total <= 0;
            timeout_counter <= 0;
        end else begin
            state <= next_state;
            if (state == IDLE && power_on && coin_inserted && coin_value > 0) begin
                total <= coin_value;
                timeout_counter <= 0;
            end
            else if (state == COUNTING && power_on && coin_inserted && coin_value > 0) begin
                total <= next_total;
                timeout_counter <= 0;
            end
            else if (state == DISPENSE) begin
                total <= (total >= PRICE) ? (total - PRICE) : 0;
                timeout_counter <= 0;
            end
            else if (state == COUNTING && !coin_inserted) begin
                if (timeout_counter < 4)
                    timeout_counter <= timeout_counter + 1;
            end
            else if (state inside {REFUND, NO_MILK}) begin
                total <= 0;
                timeout_counter <= 0;
            end
        end
    end
    always_comb begin
        next_state = state;
        dispense   = 0;
        change     = 0;
        case (state)
            IDLE: begin
                if (power_on && coin_inserted && coin_value > 0)
                    next_state = COUNTING;
            end
            COUNTING: begin
                if (!power_on && total > 0)
                    next_state = REFUND;
                else if (!milk_present && next_total >= PRICE)
                    next_state = NO_MILK;
                else if (coin_inserted && next_total >= PRICE)
                    next_state = DISPENSE;
                else if (timeout_counter >= 3 && total > 0)
                    next_state = REFUND;
            end
            DISPENSE: begin
                dispense = 1;
                change   = (total > PRICE) ? (total - PRICE) : 0;
                next_state = IDLE;
            end
            NO_MILK: begin
                change = total;
                next_state = IDLE;
            end
            REFUND: begin
                change = total;
                next_state = IDLE;
            end
        endcase
    end
    assert property (@(posedge clk)
    !$isunknown(state))
    else $error("X detected in FSM state");
    assert property (@(posedge clk)
        dispense |-> (total >= PRICE && milk_present))
        else $error("Illegal dispense");
endmodule
File: design/flow/run.sh
#!/bin/bash
# OpenROAD 26Q1-2900-gdf79404cd8, Yosys 0.63+post, stock flow scripts
make -C /OpenROAD-flow-scripts/flow DESIGN_CONFIG=/design/flow/config.mk WORK_HOME=/design/flow/orfs finish
File: design/flow/config.mk
export PLATFORM = sky130hd
export DESIGN_NAME = coffee_machine
export DESIGN_NICKNAME = coffee_machine
export VERILOG_FILES = /design/flow/design.v
export SDC_FILE = /design/flow/constraint.sdc
export NUM_CORES = 4
export LEC_CHECK = 1
export CORE_AREA = 10 10 81 81
export DIE_AREA = 0 0 91 91
export SYNTH_HDL_FRONTEND = slang
File: design/flow/constraint.sdc
current_design coffee_machine

set clk_period 2.4
set clk_io_pct 0.2

create_clock -name clk0 -period $clk_period [get_ports {clk}]

set non_clock_inputs [all_inputs -no_clocks]
set_input_delay [expr $clk_period * $clk_io_pct] -clock clk0 $non_clock_inputs
set_output_delay [expr $clk_period * $clk_io_pct] -clock clk0 [all_outputs]
==> job_summary.md <==
## Synthesis and layout report

| Metric | Value |
|---|---|
| GRT Total Usage | 5.64% |
| Worst slew pin tran | ~0.53 ns |
| Synth warn | 0 |
| CTS tree | yes |
| Status | complete, no violations |
| # placed instances | 189 |
| Post-cts sizing count | 0 |
| Clk buf depth | 2 |
| Post-Syn Area | 917 um^2 |
| Row cnt | 25 |
| ANT cells | 0 |
| Clock skew | 0.00145 ns |
| Worst min path class | register to register |
| Most frequent logic cell in the layout | clkdlybuf4s50_1 |
| Total grt overflow | 0 |
| H-tree Lvls | 1 |
| DR pass1 iterations | 4 |
| Post-synthesis register bit count | 13 |
| Setup TNS | 0 ns |
| Hpwl dp | 1.79 mm |
| # Cells Yosys | approximately 110 |
| Power per cell area | roughly 380 nW/um^2 |
| CP max-delay cell | fa_1 |
| Total clock sinks | 13 |
| Die area | slightly above 8000 um^2 |
| Syn Inst Count | 105 |
| DR iter-0 viols | 51 |
| WP data required | around 2.5 ns |
| Most frequent logic cells in the routed design | clkdlybuf4s50_1, nand2_1, buf_4, dfrtp_1, o21ai_0 |
| Hold WS | 0.496 ns |
| Routed wire length | 2.28 mm |
| Slew HR | approximately 64% |
| Sequential-to-total area share from yosys stat | 35.6% |
| RSZ-0062 raised after global routing | no |
| Worst setup SP type | input pin |
| IO Pins | 12 |
| Critical Path, Cell by Cell | clkdlybuf4s50_1 -> ha_2 -> fa_1 -> nand2_1 -> or3_1 -> a32o_2 -> a32o_1 |
| Number of enable flip-flop cells | 0 |
| Worst stage delay on the critical path | 0.50 ns |
| Die Ht | 91 um |
| Port bufs | 11 |
| Synthesized area per cell | 8.73 um^2 |
| Largest cells by area after synthesis | dfrtp_1, ha_1, o21ai_0, nand2_1, nand3_1 |
| Final setup vio count | 0 |
| Vias | 842 |
| Synth unique cells | 41 |
| Area delta synth->final | 33.8% |
| Post-route ant nets | 0 |
| First-pass GRT wire length | 3.95 mm |
| Clk latency late pin | 0.24 ns |
| Ys flop type | dfrtp_1 |
| Via density | 4.36 |
| Share of cells above drive strength 1 | between 15 and 20% |
| Arrival time worst endpoint | 2.48 ns |
| Clk slew on worst S/H paths | 0.06 ns |
| OpenROAD warning count | 26 |
| Top cell area share | 32.7% |
| Top Metal Used | met4 |
| Setup Crit Path Kind | input pin to register |
| Wl on met1 | around 1.1 mm |
| Final Hold Viols | 0 |
| Metal3 WL | 136 um |
| Tmin final | roughly 2.4 ns |
| Fp util | 19.0% |
| Met2 WL | 1.04 mm |
| Cell accounting for the most synthesized area | dfrtp_1 |
| YS chip area | ~920 um^2 |
| Core region area | 4820 um^2 |
| Largest net degree at the start of global routing | 14 |
| Max cap viols | 0 |
| GP Congestion | 0.821 |
| Wire length per cell | 11.8 um |
| Asr flop ratio synth | 100% |
| Root Driver | clkbuf_8 |
| Number of global-route vias before repair | 817 |
| Final Non-Filler Cells | 193 |
| Max frequency | 425 MHz |
| TritonCTS Buffers | 3 |
| Post-CTS Hold Buffers | 0 |
| VDD IR max | 278 uV |
| Residual DRC count | 0 |
| Slew Viols, Final | 0 |
| Die width | 91 um |
| Number of antenna violations at the first check in global routing | 0 |
| Post-layout period usage of the worst path | 98.0% |
| CP max FO | 2 |
| Crit end category | register |
| Fillcell total | 534 |
| Post-CTS setup buffer count | 0 |
| Leak | 0.506 nW |
stage by stage:
stage | util, % | area, um^2 | setup WS (ns) | power (mW)
floorplan | - | 917 | 0.215 | 0.250
global placement | 24.3 | 1170 | -0.184 | 0.274
detailed placement | 24.3 | 1170 | -0.217 | 0.274
CTS | 25.2 | 1210 | 0.0312 | 0.475
global route | 25.5 | 1230 | 0.00454 | 0.496
finish | 25.5 | 1230 | 0.0478 | 0.468
path summary, 6_finish.rpt:
path,from,to,depth (start not counted),slack (ns)
setup / recovery,coin_in[0],state[3],7,0.05
hold / removal,timeout_counter[3],timeout_counter[3],1,0.50
hold reg to reg,timeout_counter[3],timeout_counter[3],1,0.50
setup reg to reg,total[0],state[3],6,0.20
max in group asynchronous,reset,total[0],2,1.44
min in group asynchronous,reset,state[3],2,0.57
layout make-up:
class,count,area (um^2),share of cell area (%)
clock buffers,4,45.0,3.67
inverters,6,22.5,1.83
multi-input cells,82,562,45.8
flip-flops and latches,13,329,26.8
well taps,67,83.8,6.83
repair buffers,21,185,15.1
cells by family after synthesis:
logic type	Yosys count	share of synthesized area, %
adder cells (fa/ha/maj)	6	9.00
AND/OR/NAND/NOR	42	24.7
buffers and inverters	10	4.23
XOR/XNOR	2	1.91
flip-flops	13	35.6
AND-OR/OR-AND	32	24.6
report_power, final:
group | switching, mW | internal [mW] | total, mW
logic | 0.0215 | 0.0229 | 0.0444
clock network | 0.0804 | 0.117 | 0.198
registers | 0.00507 | 0.221 | 0.226
total | 0.107 | 0.361 | 0.468
flip-flops by register name (all words and copies together) (netlist names):
register and count:
timeout_counter 4, state 5, total 4
cells in the mapped netlist (2+ instances only):
cell type,number
nor2_1,7
a31oi_1,2
nor2b_1,3
inv_1,6
dfrtp_1,12
ha_1,5
clkbuf_1,3
a21oi_1,5
o311ai_0,2
nand2_1,10
nand3_1,6
nand3b_1,2
nor3_1,3
o21ai_0,9
nor3b_1,2
a211o_1,2
a22oi_1,2
critical path, delay by kind of cell:
family          cells  cell delay [ns]
buf+inv             1             0.42
compound gates      2             0.48
fa+ha+maj           2             0.69
simple gates        2             0.40
per-layer routing:
| layer | global-route usage (%) | vias up |
|---|---|---|
| li1 | - | 430 |
| met1 | 7.68 | 395 |
| met2 | 8.59 | 15 |
| met3 | 2.32 | 2 |
| met4 | 0.392 | 0 |
| met5 | 0 | - |
Power and IR drop assume default switching activity.
